`design.v`:
```
module ControlUnit(input [6:0] OP, input [2:0] Funct3, input [6:0] Funct7, input Zero, input rst, input clk, output RegWrite,
output IRWrite, output PCWrite, output AdrSrc, output [1:0] ULASrcA, output [1:0] ULASrcB, output reg [1:0] ImmSrc,
output MemWrite, output [1:0] ResultSrc, output reg [2:0] ULAControl, output reg [3:0] fsmstate);
wire [1:0] ULAOp;
wire Branch;
always @(posedge clk or negedge rst) begin
	if(!rst) begin
		fsmstate <= 4'd0;
		end
	else begin
		case (fsmstate)
			4'd0:
				fsmstate <= 4'd1;
			4'd1: begin
				case(OP)
					7'b0110011:
						fsmstate <= 4'd6;
					7'b0010011:
						fsmstate <= 4'd8;
					7'b0000011:
						fsmstate <= 4'd2;
					7'b0100011:
						fsmstate <= 4'd2;
					7'b1100011:
						fsmstate <= 4'd9;
					default:
						fsmstate <= 4'd0;
						endcase
						end
			4'd2: begin
				case(OP)
					7'b0000011:
						fsmstate <= 4'd3;
					7'b0100011:
						fsmstate <= 4'd5;
					default:
						fsmstate <= 4'd0;
						endcase
						end
			4'd3:
				fsmstate <= 4'd4;
			4'd4:
				fsmstate <= 4'd0;
			4'd5:
				fsmstate <= 4'd0;
			4'd6:
				fsmstate <= 4'd7;
			4'd7:
				fsmstate <= 4'd0;
			4'd8:
				fsmstate <= 4'd7;
			4'd9:
				fsmstate <= 4'd0;
			default:
				fsmstate <= 4'd0;
		endcase
end
end
assign Branch = (rst == 1'b0) ? 1'b0 : ((fsmstate == 4'd9) ? 1'b1 : 1'b0);
assign IRWrite = (rst == 1'b0) ? 1'b0 : ((fsmstate == 4'd0) ? 1'b1 : 1'b0);
assign PCWrite = (rst == 1'b0) ? 1'b0 : (((fsmstate == 4'd0) || (Branch & Zero)) ? 1'b1 : 1'b0);
assign AdrSrc = (rst == 1'b0) ? 1'b0 : (((fsmstate == 4'd3) || (fsmstate == 4'd4)) ? 1'b1 : 1'b0);
assign MemWrite = (rst == 1'b0) ? 1'b0 : ((fsmstate == 4'd5) ? 1'b1 : 1'b0);
assign RegWrite = (rst == 1'b0) ? 1'b0 : (((fsmstate == 4'd4) || (fsmstate == 4'd7)) ? 1'b1 : 1'b0);
assign ResultSrc = (rst == 1'b0) ? 2'b00 : ((fsmstate == 4'd4) ? 2'b01 : ((fsmstate == 4'd0) ? 2'b10 : 2'b00)); 
assign ULASrcA = (rst == 1'b0) ? 2'b00 : ((fsmstate == 4'd1) ? 2'b01 : (((fsmstate == 4'd2) || (fsmstate == 4'd6) || (fsmstate == 4'd8) || (fsmstate == 4'd9)) ? 2'b10 : 2'b00));		
assign ULASrcB = (rst == 1'b0) ? 2'b00 : ((fsmstate == 4'd0) ? 2'b10 : (((fsmstate == 4'd1) || (fsmstate == 4'd2) || (fsmstate == 4'd8)) ? 2'b01 : 2'b00));						
assign ULAOp = (rst == 1'b0) ? 2'b00 : (((fsmstate == 4'd6) || (fsmstate == 4'd8)) ? 2'b10 : ((fsmstate == 4'd9) ? 2'b01 : 2'b00)); 
always@(*) begin
	case(OP)
		7'b1100011:
			ImmSrc <= 2'b10;
		7'b0100011:
			ImmSrc <= 2'b01;
		default:
			ImmSrc <= 2'b00;
		endcase
	casez({ULAOp, Funct3, OP[5], Funct7[5]})
		7'b00_zzz_zz:
			ULAControl <= 3'b000;
		7'b01_zzz_zz:
			ULAControl <= 3'b001;
		7'b10_000_11:
			ULAControl <= 3'b001;
		7'b10_010_00:
			ULAControl <= 3'b101;
		7'b10_110_00:
			ULAControl <= 3'b011;
		7'b10_111_00:
			ULAControl <= 3'b010;
		7'b10_100_00:
			ULAControl <= 3'b100;
		7'b10_000_0z:
			ULAControl <= 3'b000;
		default:
			ULAControl <= 3'b000;
	endcase
end
endmodule
module FF_IR(input clk, rst, IRWrite, input [7:0] PC, output reg [7:0] PCold, input [31:0] Instnew, output reg [31:0] Inst);
always @(posedge clk or negedge rst) begin
		if (!rst) begin
			PCold <= 8'b00000000;
			Inst <= 32'h00000000;
			end
		else if (IRWrite) begin
			PCold <= PC;
			Inst <= Instnew;
			end
		end
endmodule
module FF_PC(input clk, rst, PCWrite, input [7:0] PCnew, output reg [7:0] PC);
always @(posedge clk or negedge rst) begin
		if (!rst) begin
			PC <= 8'b00000000;
			end
		else if (PCWrite) begin
			PC <= PCnew;
			end
		end
endmodule
module FF_TD(input clk, rst, input [7:0] In, output reg [7:0] Out);
always @(posedge clk or negedge rst) begin
		if (!rst) begin
			Out <= 8'b00000000;
			end
		else begin
			Out <= In;
			end
		end
endmodule
module FF_TD_2(input clk, rst, input [7:0] In1, output reg [7:0] Out1, input [7:0] In2, output reg [7:0] Out2);
always @(posedge clk or negedge rst) begin
		if (!rst) begin
			Out1 <= 8'b00000000;
			Out2 <= 8'b00000000;
			end
		else begin
			Out1 <= In1;
			Out2 <= In2;
			end
		end
endmodule
module IM(input [7:0] A, output reg[31:0] RD);
always @(*) 
	casex (A)
		8'h00 : RD = 32'h00700093;
		8'h04 : RD = 32'h00300193;
		8'h08 : RD = 32'hfff00113;
		8'h0C : RD = 32'h00110113;
		8'h10 : RD = 32'h003123b3;
		8'h14 : RD = 32'hfe208ae3;
		8'h18 : RD = 32'hfe000ae3;
		default : RD = 32'hx;
	endcase		
endmodule
module MUX2(input [7:0] i0, i1, input sel, output [7:0] out);
assign out = sel ? i1 : i0;
endmodule
module MUX4(input [7:0] i0, i1, i2, i3, input [1:0] sel, output reg [7:0] out);
always @ (*)	
	case(sel)
		2'b00 : out = i0;
		2'b01 : out = i1;
		2'b10 : out = i2;
		2'b11 : out = i3;
		default : out = 0;
	endcase		
endmodule
module MemRAM (input clk, input rst, input [7:0] A, input [7:0] WD, input WE, output reg [7:0] RD);
reg [7:0] memoria [255:0];
integer i;
always@(*)begin
        RD <= memoria[A];
		  end
always @(posedge clk or negedge rst) begin
    if(!rst)begin
		for(i = 0; i < 256; i = i + 1) begin
			memoria[i] <= 0;
			end
		end	
	 else if (WE)begin
        memoria[A] <= WD; 
    end 
end
endmodule
`default_nettype none  
module Mod_Teste(input clock, rst, output [3:0] fsmstate);
wire w_RegWrite, w_MemWrite, w_PCWrite, w_Zero, w_AdrSrc, w_IRWrite;
wire [1:0] w_ImmSrc, w_ULASrcA, w_ULASrcB, w_ResultSrc;
wire [2:0] w_ULAControl;
wire [3:0] w_fsmstate;
wire [7:0] w_rd1, w_rd2, w_rd1ff, w_PC, w_Imm, w_SrcB, w_SrcA, w_ULAResult, w_ULAOut, w_Wd3, w_Result, w_Adr, w_WD, w_ReadData, w_PCold, w_Data, w_x0, w_x1, w_x2, w_x3, w_x4, w_x5, w_x6, w_x7;
wire [31:0] w_Instnew, w_Inst;
assign fsmstate = w_fsmstate;
FF_PC ffpc(.clk(clock), .rst(rst), .PCWrite(w_PCWrite), .PCnew(w_Result), .PC(w_PC));
MUX2 mux_PC(.i0(w_PC), .i1(w_Result), .sel(w_AdrSrc), .out(w_Adr));
IM IntructionMemory(.A(w_Adr), .RD(w_Instnew));
MemRAM DataMemory(.clk(clock), .rst(rst), .A(w_Adr), .WD(w_WD), .WE(w_MemWrite), .RD(w_ReadData));
FF_IR ffir(.clk(clock), .rst(rst), .IRWrite(w_IRWrite), .PC(w_PC), .PCold(w_PCold), .Instnew(w_Instnew), .Inst(w_Inst));
FF_TD ffdata(.clk(clock), .rst(rst), .In(w_ReadData), .Out(w_Data));
ControlUnit UnidadeDeControle(.OP(w_Inst[6:0]), .Funct3(w_Inst[14:12]), .Funct7(w_Inst[31:25]), .Zero(w_Zero), .rst(rst), .clk(clock), .RegWrite(w_RegWrite),
.IRWrite(w_IRWrite), .PCWrite(w_PCWrite), .AdrSrc(w_AdrSrc), .ULASrcA(w_ULASrcA), .ULASrcB(w_ULASrcB), .ImmSrc(w_ImmSrc),
.MemWrite(w_MemWrite), .ResultSrc(w_ResultSrc), .ULAControl(w_ULAControl), .fsmstate(w_fsmstate));
registrador RegFile(.wd3(w_Result), .wa3(w_Inst[9:7]), .ra1(w_Inst[17:15]), .ra2(w_Inst[22:20]), .clk(clock), .we3(w_RegWrite), .reset(rst), .rd1(w_rd1), .rd2(w_rd2), .x0(w_x0), .x1(w_x1), .x2(w_x2), .x3(w_x3), .x4(w_x4), .x5(w_x5), .x6(w_x6), .x7(w_x7));
MUX4 MuxImm(.i0(w_Inst[27:20]), .i1({w_Inst[27:25], w_Inst[11:7]}), .i2({w_Inst[29:25], w_Inst[11:8], 1'b0}), .i3(8'b0), .sel(w_ImmSrc), .out(w_Imm));
FF_TD_2 ffreg(.clk(clock), .rst(rst), .In1(w_rd1), .Out1(w_rd1ff), .In2(w_rd2), .Out2(w_WD));
MUX4 MuxSrcA(.i0(w_PC), .i1(w_PCold), .i2(w_rd1ff), .i3(8'b0), .sel(w_ULASrcA), .out(w_SrcA));
MUX4 MuxSrcB(.i0(w_WD), .i1(w_Imm), .i2(3'd4), .i3(8'b0), .sel(w_ULASrcB), .out(w_SrcB));
ULA Ulamulti(.SrcA(w_SrcA), .SrcB(w_SrcB), .ULAControl(w_ULAControl), .ULAResult(w_ULAResult), .Zero(w_Zero));
FF_TD ffula(.clk(clock), .rst(rst), .In(w_ULAResult), .Out(w_ULAOut));
MUX4 MuxResult(.i0(w_ULAOut), .i1(w_Data), .i2(w_ULAResult), .i3(8'b0), .sel(w_ResultSrc), .out(w_Result));
endmodule
module ULA(input [7:0] SrcA, SrcB, input [2:0] ULAControl, output reg [7:0] ULAResult, output Zero);
	always @ (*)
		case(ULAControl)
			3'b000	: ULAResult = SrcA + SrcB;
			3'b001	: ULAResult = SrcA + ~(SrcB) + 1;
			3'b010	: ULAResult = SrcA & SrcB;
			3'b011	: ULAResult = SrcA | SrcB;
			3'b100	: ULAResult = SrcA ^ SrcB;
			3'b101	: ULAResult = SrcA < SrcB;
			default	: ULAResult = 3'b000;
		endcase
	assign Zero = ~|ULAResult;
endmodule
module registrador(input [7:0] wd3, input [2:0] wa3, ra1, ra2, input clk, we3, reset, output reg [7:0] rd1, rd2, x0, x1, x2, x3, x4, x5, x6, x7);
reg [7:0] rgf [7:0];
always @(posedge clk or negedge reset) begin
	if(!reset) begin
		rgf[1] <= 0;
		rgf[2] <= 0;
		rgf[3] <= 0;
		rgf[4] <= 0;
		rgf[5] <= 0;
		rgf[6] <= 0;
		rgf[7] <= 0;
		end
	else begin
      if (we3 && (wa3 != 0)) begin
		rgf[wa3] <= wd3;
	end
	rgf[0] <= 0;
end 
end
always @(*) begin
  	rd1 = rgf[ra1];
  	rd2 = rgf[ra2];
	x0 = rgf[0];
	x1 = rgf[1];
	x2 = rgf[2];
	x3 = rgf[3];
	x4 = rgf[4];
	x5 = rgf[5];
	x6 = rgf[6];
	x7 = rgf[7];
end
endmodule
```
`run.sh`:
```
#!/bin/bash
# OpenROAD 26Q1-2900-gdf79404cd8, Yosys 0.63+post, stock flow scripts
make -C /OpenROAD-flow-scripts/flow DESIGN_CONFIG=/design/flow/config.mk WORK_HOME=/design/flow/orfs finish
```
`config.mk`:
```
export PLATFORM = sky130hd
export DESIGN_NAME = Mod_Teste
export DESIGN_NICKNAME = Mod_Teste
export VERILOG_FILES = /design/flow/design.v
export SDC_FILE = /design/flow/constraint.sdc
export NUM_CORES = 4
export LEC_CHECK = 1
export CORE_UTILIZATION = 30
```
`constraint.sdc`:
```
current_design Mod_Teste

set clk_period 11.0
set clk_io_pct 0.2

create_clock -name clk0 -period $clk_period [get_ports {clock}]

set non_clock_inputs [all_inputs -no_clocks]
set_input_delay [expr $clk_period * $clk_io_pct] -clock clk0 $non_clock_inputs
set_output_delay [expr $clk_period * $clk_io_pct] -clock clk0 [all_outputs]
```
==> results.cfg <==
; physical design summary
[run_status]
violations = capacitance limit, slew limit
status = finished, violations left

[clock_tree]
cts_tree = done
cts.sinks = 2169
clk_path_buf_depth = 4
htree_levels = 4
root_buffer = clkbuf_16
cts-hold-fix-buffers = 0
cts-buffers-inserted = 239
postCtsSetupBuffers = 0
clk_pin_slew_ps = 60
postCtsResizedCells = 0
clock_latency_ps = 1050

[worst_setup_path]
r2r_start = UnidadeDeControle.fsmstate[1]
crit_path_end = ffdata.Out[3]
worst_ep_arrival_time_ps = 10090
r2r-end = ffdata.Out[3]
cp-end-kind = flop
startpoint = rst
crit_type = input port to flop
reg2reg_slack_ps = 2720
worstSetupStartpointType = input port
cp.required_ps = 11870
cp_max_fo = 83
reg2regPathDepth = 15

[global_routing]
grt_pass1_vias = 87200
grt_max_degree = 121
grt_usage = 0.434
grt_overflow_total = 0
grt_pass1_wl_mm = 907
antenna_found_initial = 111

[timing]
finalCriticalPeriod_ps = 9220
fin_worst_skew_ps = 90.1
worstMarginPinSlew_ps = 1810
fmax_ghz = 0.109
rsz0062_at_grt = false
period_used_share = 0.838
setup_tns_ps = 0
hold_viol_final = 0
final_max_slew_viol_count = 20
maxSlewHeadroom = -0.214
setup_viol = 0

[floorplan]
die_h_um = 577
pin_count = 6
die_w_um = 577
dieArea_sq_um = 333000
fp_util = 0.302
rows = 210
core_sq_um = 328000

[layout]
drive_above_1_share = 0.404
area_growth_pct = 17.5
final_cell_mix = 2161 x dfrtp_1, 2085 x mux2_2, 608 x buf_4
layout_top_cell = dfrtp_1

[logic_synthesis]
syn_inst = 7843
synth_cell_types = 85
synth_top_area_share = 0.547
synth_warnings = 13
ys_area_sq_um = 99200
largest_area_cell = dfrtp_1
ys.flop_type = dfrtp_1
ys_cells = 7843
enable_flop_cells = 0
synth_area_sq_um = 99200
synth.avg_cell_area_sq_um = 12.6
async_flop_share = 1.00
ys_ff = 2169
synth_seq_share = 0.547
topCellsByArea = dfrtp_1 55%, mux2_2 24%, a22oi_1 3.8%

[detailed_routing]
drt-total-wl_mm = 702
antenna_left = 0
drc = 0
wl_per_cell_um = 55.0
firstDrtPassIters = 13
via_count = 90900
avgViaCountPerCell = 7.12
drt_iter0_markers = 12800

[flow_run]
maxCapViolCount = 5
warnings = 44

[min_path]
hp-class = flop to flop

[power_and_ir_drop]
power_mw = 24.1
power_switching_mw = 9.84
swShare = 0.409
p_int_mw = 14.2
power_frac_seq = 0.348
p_comb_frac = 0.287
p_per_area_nw_per_um2 = 207
clockPowerShare = 0.365
max-vdd-ir-drop_uv = 176
leakagePower_nw = 53.4

[place]
gp_congestion = 1.32
portBuffers = 5
hpwl_mm = 471
[metal layers]
metal / up-vias / GRT usage / wire, um
li1: 30300 / - / -
met1: 45800 / 0.432 / 215000
met2: 10600 / 0.521 / 254000
met3: 3972 / 0.382 / 140000
met4: 193 / 0.370 / 83500
met5: - / 0.282 / 9430
[worst min path at each step]
stage	from	to	slack, ps	cells past startpoint
after CTS	DataMemory.memoria[144][1]	DataMemory.memoria[144][1]	490	1
after global routing	DataMemory.memoria[187][0]	DataMemory.memoria[187][0]	510	1
final	RegFile.rgf[4][1]	RegFile.rgf[4][1]	490	2
[critical path, cell delays in order]
cell	delay, ps
buf_16	250
nor2b_1	330
a21boi_4	370
buf_4	510
mux2i_4	340
buf_4	670
buf_4	570
nor3_4	90
buf_4	370
buf_4	540
a22oi_1	370
o22ai_1	120
nor2_1	1370
nand4_1	720
nor4_1	700
a41oi_1	200
[power groups by stage]
stage,sequential (mW),clock [mW],combinational [mW]
4_1_cts,8.34,8.75,6.16
5_1_grt,8.36,9.05,6.42
6_report,8.37,8.80,6.91
[metrics by stage]
step / setup WS, ps / hold slack (ps) / std cells / utilization / area [sq um]
3_5_place_dp: 2030 / 479 / 12200 / 0.328 / 108000
5_1_grt: 2380 / 509 / 12700 / 0.355 / 116000
2_1_floorplan: 4800 / 439 / 7843 / - / 99200
3_3_place_gp: 1900 / 473 / 12200 / 0.328 / 108000
4_1_cts: 3050 / 493 / 12600 / 0.354 / 116000
6_report: 1780 / 492 / 12800 / 0.355 / 117000
[cells by family (layout without fill, tap and decap cells)]
| family | count (synthesis) | count (layout) | share of synthesized area |
|---|---|---|---|
| AND-OR/OR-AND | 1360 | 1360 | 0.0998 |
| AND/OR/NAND/NOR | 1479 | 1479 | 0.0770 |
| multiplexers | 2158 | 2158 | 0.245 |
| flip-flops | 2169 | 2169 | 0.547 |
| other | 0 | 116 | 0 |
| adder cells (fa/ha/maj) | 18 | 18 | 0.00242 |
| XOR/XNOR | 4 | 4 | 0.000353 |
| buffers and inverters | 655 | 1114 | 0.0279 |
[synthesized netlist by cell type, types with 67 or more instances]
cell type  count
mux2_2      2085
dfrtp_1     2169
nor3_1        86
nand3_1      327
a21oi_1      192
o22ai_1      139
nand2_1      356
nand4_1      139
a32oi_1      155
o21ai_0       79
buf_1         82
buf_2        115
clkbuf_1     392
nor4_1        71
a22o_1        67
a22oi_1      504
nor2_1       258
[flip-flops by register name, summed over array words and instances, names as in the netlist]
register,flops
DataMemory.memoria,2048
ffdata.Out,8
ffreg.Out1,8
ffir.PCold,8
UnidadeDeControle.fsmstate,4
ffpc.PC,8
ffula.Out,8
RegFile.rgf,56
ffreg.Out2,8
ffir.Inst,13
[cell type report]
cell class | instances | area (sq um)
well taps | 4346 | 5440
repair buffers | 640 | 5150
flip-flops and latches | 2169 | 54300
clock buffers | 321 | 6710
clock inverters | 120 | 1710
fillers | 30900 | 211000
multi-input cells | 5019 | 42800
diodes | 116 | 290
inverters | 33 | 124
