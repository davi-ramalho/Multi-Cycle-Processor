## /design/flow/design.v

```verilog
module MUX2_PC(input [31:0] i0, i1, input sel, output [31:0] out);
assign out = sel ? i1 : i0;
endmodule
```

## /design/flow/constraint.sdc

```tcl
current_design MUX2_PC

set clk_period 1.0
set clk_io_pct 0.2

create_clock -name clk0 -period $clk_period

set non_clock_inputs [all_inputs -no_clocks]
set_input_delay [expr $clk_period * $clk_io_pct] -clock clk0 $non_clock_inputs
set_output_delay [expr $clk_period * $clk_io_pct] -clock clk0 [all_outputs]
```

## /design/flow/run.sh

```bash
#!/bin/bash
# OpenROAD 26Q1-2900-gdf79404cd8, Yosys 0.63+post, stock flow scripts
make -C /OpenROAD-flow-scripts/flow DESIGN_CONFIG=/design/flow/config.mk WORK_HOME=/design/flow/orfs finish
```

## /design/flow/config.mk

```make
export PLATFORM = sky130hd
export DESIGN_NAME = MUX2_PC
export DESIGN_NICKNAME = MUX2_PC
export VERILOG_FILES = /design/flow/design.v
export SDC_FILE = /design/flow/constraint.sdc
export NUM_CORES = 4
export LEC_CHECK = 1
export CORE_AREA = 10 10 70 70
export DIE_AREA = 0 0 80 80
```

==> results.toml <==
# yosys + openroad results
[power]
peakVddDrop_mv = 0.1734
pwr_density_cell_nw_per_um2 = 388.7
leakagePower_nw = 0.9905
total_power_w = 0.0006599

[final_timing]
slew_headroom_pct = 95.92
period_needed_ns = 1.175
max_freq_mhz = 850.8
postLayoutSetupSlackWorst_ns = -0.1754
timing_max_transition_violations_final = 0
period_used_pct = 117.5
finalHoldViolCount = 0
finalSetupViolations = 32
tightestPinTransition_ns = 0.06111
rsz_0062_raised_after_global_routing = "yes"

[worst_setup_path]
cp.required_ns = 0.80
critical_path.endpoint_type = "primary output"
critPathMaxStageDelay_ns = 0.30
setup.worst_path.start_class = "input port"
path_class = "input port to primary output"
cells_traversed_along_the_worst_timing_path = "buf_12 > buf_12 > buf_8 > mux2_4 > buf_6"
timing.critical_path.arrival_ns = 0.98
timing.critical_path.slowest_stage_cell = "sky130_fd_sc_hd__mux2_4"
path_max_fanout = 7
crit_top_cell = "sky130_fd_sc_hd__buf_12"

[floorplanning]
design.portCount = 97
core_area_um2 = 3416
fp.dieH_um = 80
dieArea_um2 = 6400
rows = 21
die_span_in_x_um = 80
floorplanUtilization_pct = 15.93

[logic_synthesis]
yosys_cell_count = 36
yosys.cell_types.count = 4
mappedNetlistArea_um2 = 544.3
yosys_area_um2 = 544.3
syn_avg_cell_area_um2 = 15.12
post_synth_inst_count = 36
yosysWarningCount = 0
seq_area_frac_synth_pct = 0

[global_route]
grt_first_pass_wirelength_um = 4146
grt_antenna_before_repair = 0
grt_max_degree = 8
global_route.overflow_total = 0
number_of_global_route_vias_before_repair = 824
grtUsageTotal_pct = 7.873

[route]
insertedDiodeCount = 0
post-route-drc-count = 0
wirelength_um = 2849
drt_first_pass_iters = 2
drt-vias-per-instance = 3.802
antenna_violating_nets_post_route = 0
dr_total_vias = 730
detail_route.wl_per_cell_um = 14.84
detailed_route_iter0_violations = 4

[place]
dp.cells = 177
detailedPlacementHpwl_um = 2396
port-buffer-count = 97
final_wtd_congestion = 0.7595

[finish]
fin_cells = 192
layout-drive-gt1-share_pct = 56.16
number_of_clock_buffer_instances_in_the_layout = 0
area_delta_synth_final_pct = 212.0
nFillCells = 327
finish.utilization_pct = 49.71
seq_area_um2 = 0
flops = 0
comb_area_um2 = 480.5

[flow_run]
timing.max_cap.violations = 0
tool_warnings = 34

[min_path]
worst_hold_path_type = "input port to primary output"

[clock_tree]
postCtsHoldBufs = 0

[status]
run_status = "finished with violations"
failed_checks = "negative setup slack"
-- per-stage QoR --
step / hold slack (ns) / setup TNS [ns] / instance area [µm²] / setup slack (ns)
2_1_floorplan: 0.4977 / 0 / 544.3 / 0.06690
3_3_place_gp: 1.331 / -15.25 / 1536 / -0.4922
3_5_place_dp: 1.335 / -15.27 / 1536 / -0.4966
4_1_cts: 0.8004 / -5.196 / 1607 / -0.1777
5_1_grt: 0.7141 / -5.619 / 1698 / -0.1938
6_report: 0.6943 / -5.032 / 1698 / -0.1754
-- path summary, 6_finish.rpt --
path                from  endpoint  slack, ns  cells after the start
hold / removal    i0[24]   out[24]       0.69                      3
setup / recovery     sel   out[31]      -0.18                      5
-- power breakdown --
part | internal, W | total, W | switching [W]
Clock | 0 | 0 | 0
Combinational | 0.000519 | 0.000660 | 0.000141
Sequential | 0 | 0 | 0
-- placed cells by master (no fill, tap or decap) --
cell type and n:
sky130_fd_sc_hd__dlygate4sd2_1 40, sky130_fd_sc_hd__mux2_4 32, sky130_fd_sc_hd__buf_6 29, sky130_fd_sc_hd__dlymetal6s2s_1 14, sky130_fd_sc_hd__buf_2 12, sky130_fd_sc_hd__clkdlybuf4s50_1 10
sky130_fd_sc_hd__buf_12 3, sky130_fd_sc_hd__buf_8 3, sky130_fd_sc_hd__buf_4 2, sky130_fd_sc_hd__buf_16 1
-- timing repair --
item,4_1_cts,5_1_grt
endpoints found under the setup margin,32,32
setup buffers,14,0
pin swaps,0,0
gates cloned,1,0
resized,170,23
-- metal layers --
layer	GRT usage, %	routed length (µm)
met5	0	0
met4	0	0
met3	3.068	313
met2	14.29	1394
met1	8.965	1142
-- critical path, delay by kind of cell --
family	cells	cell delay, ns
multiplexers	1	0.30
buffers and inverters	4	0.47
-- cells in the mapped netlist (all sizes together) --
cell / count / area share [%]
mux2: 32 / 87
buf: 4 / 13
-- cells by family (layout without fill, tap and decap cells) --
kind of cell	count (synthesis)	count (layout)	synth area share [%]
multiplexers	32	32	86.90
buffers and inverters	4	114	13.10
-- cell type report --
| cell class | instances | share of cell area, % |
|---|---|---|
| Timing Repair Buffer | 114 | 68.31 |
| Tap cell | 46 | 3.390 |
| Multi-Input combinational cell | 32 | 28.30 |
Power and IR drop assume default switching activity.
